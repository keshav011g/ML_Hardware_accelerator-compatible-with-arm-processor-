$ cat flow/run.sh
#!/bin/bash
# OpenROAD 26Q1-2900-gdf79404cd8, Yosys 0.63+post, stock flow scripts
make -C /OpenROAD-flow-scripts/flow DESIGN_CONFIG=/design/flow/config.mk WORK_HOME=/design/flow/orfs finish
$ cat flow/config.mk
export PLATFORM = sky130hd
export DESIGN_NAME = processing_element
export DESIGN_NICKNAME = processing_element
export VERILOG_FILES = /design/flow/design.v
export SDC_FILE = /design/flow/constraint.sdc
export NUM_CORES = 4
export LEC_CHECK = 1
export CORE_UTILIZATION = 40
$ cat flow/constraint.sdc
current_design processing_element

set clk_period 12.2
set clk_io_pct 0.2

create_clock -name clk0 -period $clk_period [get_ports {clk}]

set non_clock_inputs [all_inputs -no_clocks]
set_input_delay [expr $clk_period * $clk_io_pct] -clock clk0 $non_clock_inputs
set_output_delay [expr $clk_period * $clk_io_pct] -clock clk0 [all_outputs]
$ cat flow/design.v
`timescale 1ns / 1ps
module processing_element (
    input  wire clk,
    input  wire rst_n,
    input  wire en,
    input  wire load_weight,
    input  wire signed [7:0]  ifmap_in,
    input  wire signed [23:0] psum_in,
    input  wire signed [7:0]  weight_in,
    output reg  signed [7:0]  ifmap_out,
    output reg  signed [23:0] psum_out,
    output reg  signed [7:0]  weight_out
);
    reg signed [7:0] internal_weight;
    wire [8:0] booth_y = {ifmap_in, 1'b0};
    wire signed [15:0] M       = {{8{internal_weight[7]}}, internal_weight};
    wire signed [15:0] neg_M   = -M;
    wire signed [15:0] M_2     = M << 1;
    wire signed [15:0] neg_M_2 = neg_M << 1;
    reg signed [15:0] pp [0:3];
    integer i;
    always @(*) begin
        for (i = 0; i < 4; i = i + 1) begin
            case (booth_y[2*i +: 3])
                3'b000, 3'b111: pp[i] = 16'd0;
                3'b001, 3'b010: pp[i] = M << (2*i);
                3'b011:         pp[i] = M_2 << (2*i);
                3'b100:         pp[i] = neg_M_2 << (2*i);
                3'b101, 3'b110: pp[i] = neg_M << (2*i);
                default:        pp[i] = 16'd0;
            endcase
        end
    end
    wire [15:0] wallace_sum;
    wire [15:0] wallace_carry;
    genvar j;
    generate
        for (j = 0; j < 16; j = j + 1) begin : compressor_4to2
            wire w_xor1 = pp[0][j] ^ pp[1][j];
            wire w_xor2 = pp[2][j] ^ pp[3][j];
            assign wallace_sum[j]   = w_xor1 ^ w_xor2;
            assign wallace_carry[j] = (w_xor1 & w_xor2) | (~w_xor1 & pp[3][j]); 
        end
    endgenerate
    wire signed [15:0] product;
    assign product = wallace_sum + (wallace_carry << 1);
    always @(posedge clk or negedge rst_n) begin
        if (!rst_n) begin
            internal_weight <= 8'd0;
            weight_out      <= 8'd0;
            ifmap_out       <= 8'd0;
            psum_out        <= 24'd0;
        end else if (en) begin
            ifmap_out <= ifmap_in;
            if (load_weight) begin
                internal_weight <= weight_in;
                weight_out      <= weight_in;
                psum_out        <= psum_in;  
            end else begin
                psum_out <= psum_in + {{8{product[15]}}, product};
            end
        end
    end
endmodule
==> impl_metrics.prom <==
# HELP chip_impl_metric Flow report values
# TYPE chip_impl_metric gauge
chip_impl_metric{name="detail_route.drc_violations",unit=""} 0
chip_impl_metric{name="power_frac_seq",unit="%"} 12.6
chip_impl_metric{name="maxSlewViolCount",unit=""} 0
chip_impl_metric{name="clkTransAtPathRegs",unit="ps"} 70
chip_impl_info{name="grt_setup_unrepaired",value="false"} 1
chip_impl_metric{name="avgSynthCellArea",unit="µm²"} 7.87
chip_impl_metric{name="hold_viol_final",unit=""} 0
chip_impl_metric{name="cts.repair.resized",unit=""} 0
chip_impl_metric{name="vias_per_cell",unit=""} 5.57
chip_impl_info{name="cp_common_cell",value="sky130_fd_sc_hd__o21ai_0"} 1
chip_impl_metric{name="power_switching",unit="µW"} 768
chip_impl_metric{name="synth.yosys.seq_area_share",unit="%"} 19.5
chip_impl_metric{name="worst_r2r_path_depth",unit=""} 28
chip_impl_metric{name="postCtsSetupRepairBufs",unit=""} 0
chip_impl_metric{name="utilization",unit="%"} 49.4
chip_impl_metric{name="area_growth",unit="%"} 20.6
chip_impl_metric{name="area_of_the_core",unit="µm²"} 12600
chip_impl_info{name="cts_root_buf",value="sky130_fd_sc_hd__clkbuf_16"} 1
chip_impl_metric{name="fp-row-count",unit=""} 41
chip_impl_metric{name="ir_drop_worst_vdd",unit="mV"} 0.131
chip_impl_metric{name="yosys-stat-cells",unit=""} 654
chip_impl_metric{name="pin_count_of_the_biggest_net_entering_global_routing",unit=""} 56
chip_impl_info{name="ff_type",value="sky130_fd_sc_hd__dfrtp_1"} 1
chip_impl_metric{name="final_layout_size_suffix_gt1_share",unit="%"} 7.28
chip_impl_metric{name="clockBufferDepth",unit=""} 2
chip_impl_metric{name="first_global_vias",unit=""} 4613
chip_impl_metric{name="drt-total-wl",unit="mm"} 14.4
chip_impl_metric{name="clock_tree.htree_level_count",unit=""} 2
chip_impl_info{name="r2r-end",value="psum_out[23]"} 1
chip_impl_metric{name="leak",unit="nW"} 2.56
chip_impl_metric{name="drt_first_iter_violations",unit=""} 239
chip_impl_metric{name="critical_path_buffer_and_inverter_count",unit=""} 3
chip_impl_info{name="netlist_top_cells_area",value="sky130_fd_sc_hd__dfrtp_1, sky130_fd_sc_hd__ha_1, sky130_fd_sc_hd__xnor2_1"} 1
chip_impl_metric{name="detail_route.wl_per_cell",unit="µm"} 16.3
chip_impl_metric{name="tritoncts_buffer_count",unit=""} 5
chip_impl_info{name="worst_hold_path_type",value="reg2reg"} 1
chip_impl_metric{name="yosysTopAreaCellShare",unit="%"} 19.5
chip_impl_metric{name="yosysWarnings",unit=""} 2
chip_impl_metric{name="die_x",unit="µm"} 115
chip_impl_metric{name="setup_viol",unit=""} 0
chip_impl_metric{name="ios",unit=""} 84
chip_impl_metric{name="syn-cell-area",unit="µm²"} 5150
chip_impl_metric{name="final.period_utilization",unit="%"} 72.5
chip_impl_metric{name="floorplan.core_util",unit="%"} 40.9
chip_impl_metric{name="buffer_ports.inserted",unit=""} 83
chip_impl_metric{name="p_comb_share",unit="%"} 77.8
chip_impl_info{name="timing.setup.critical_path_class",value="in2reg"} 1
chip_impl_info{name="timing.critical_path.max_delay_family",value="AND-OR/OR-AND gates"} 1
chip_impl_info{name="crit-reg2reg-launch",value="weight_out[0]"} 1
chip_impl_metric{name="sum_of_net_half_perimeters_after_detailed_placement",unit="mm"} 11.1
chip_impl_metric{name="holdWs",unit="ps"} 479
chip_impl_metric{name="antenna_cells_inserted",unit=""} 0
chip_impl_metric{name="gp_routability_congestion",unit=""} 0.924
chip_impl_info{name="hp-start",value="psum_out[18]"} 1
chip_impl_metric{name="cts.sink_count",unit=""} 40
chip_impl_metric{name="share_clk_of_total_power",unit="%"} 9.6
chip_impl_info{name="top_cells_by_count",value="sky130_fd_sc_hd__a21oi_1, sky130_fd_sc_hd__nor2_1, sky130_fd_sc_hd__nand2_1, sky130_fd_sc_hd__xnor2_1, sky130_fd_sc_hd__o21ai_0"} 1
chip_impl_metric{name="final_design_area_no_fill",unit="µm²"} 6210
chip_impl_metric{name="worst-endpoint-required",unit="ps"} 12410
chip_impl_metric{name="measured_slew_at_the_worst_slew_check_pin",unit="ps"} 841
chip_impl_metric{name="slew-limit-headroom",unit="%"} 43.5
chip_impl_metric{name="worst-r2r-setup-slack",unit="ps"} 4720
chip_impl_metric{name="globalRouteOverflowTotal",unit=""} 0
chip_impl_info{name="whs_endpoint",value="psum_out[18]"} 1
chip_impl_metric{name="enable_flop_cells",unit=""} 0
chip_impl_metric{name="worst_clock_skew",unit="ps"} 5.85
chip_impl_metric{name="global_route.usage.total",unit="%"} 22.9
chip_impl_metric{name="synthCells",unit=""} 654
chip_impl_metric{name="number_of_openroad_warnings",unit=""} 26
chip_impl_metric{name="maximum_cell_stage_delay_along_the_critical_path",unit="ps"} 530
chip_impl_metric{name="worst-path-max-fanout",unit=""} 24
chip_impl_metric{name="yosysUniqueCellTypes",unit=""} 68
chip_impl_metric{name="fin_cells",unit=""} 886
chip_impl_metric{name="holdBufCountCts",unit=""} 0
chip_impl_metric{name="async_reset_ff_share",unit="%"} 100
chip_impl_info{name="cpMaxStageDelayCell",value="sky130_fd_sc_hd__xnor3_2"} 1
chip_impl_metric{name="postPlaceCellArea",unit="µm²"} 6020
chip_impl_info{name="cts_tree",value="built"} 1
chip_impl_metric{name="grt_first_pass_wirelength",unit="mm"} 23.6
chip_impl_metric{name="min_period",unit="ps"} 8850
chip_impl_metric{name="die_area",unit="µm²"} 13300
chip_impl_metric{name="sw_frac_of_total",unit="%"} 45.1
chip_impl_metric{name="ant_nets",unit=""} 0
chip_impl_metric{name="cp.arrival",unit="ps"} 9060
chip_impl_metric{name="initial_antenna_violation_count",unit=""} 0
chip_impl_metric{name="dpl.cell_count",unit=""} 878
chip_impl_metric{name="clock.fmax",unit="MHz"} 113
chip_impl_metric{name="clock_insertion_delay_worst_skew",unit="ps"} 290
chip_impl_metric{name="yosys.stat.chipArea",unit="µm²"} 5150
chip_impl_metric{name="detailroute.via_count",unit=""} 4933
chip_impl_metric{name="yosys_register_bits",unit=""} 40
chip_impl_metric{name="timing.hold.worst_path_depth",unit=""} 1
chip_impl_metric{name="n_fill_cell",unit=""} 1228
chip_impl_info{name="crit_path_end_kind",value="register"} 1
chip_impl_metric{name="final.setup.tns",unit="ps"} 0
chip_impl_metric{name="maxCapViolations",unit=""} 0
chip_impl_metric{name="die-height",unit="µm"} 115
chip_impl_metric{name="detail_route.first_pass.iterations",unit=""} 5
chip_impl_metric{name="power_density",unit="nW/µm²"} 274
chip_impl_info{name="run_status",value="finished, final reports clean"} 1
chip_impl_metric{name="p_int",unit="µW"} 934
chip_impl_info{name="worst_setup_path_start_kind",value="input pin"} 1
chip_impl_info{name="post_synthesis_cell_type_with_the_largest_instance_count",value="sky130_fd_sc_hd__a21oi_1"} 1
chip_impl_info{name="synthDominantAreaCellType",value="sky130_fd_sc_hd__dfrtp_1"} 1
## per-layer routing
metal / global-route usage [%] / part of all wire (%)
met4: 4.76 / 1.7
met5: 0 / 0
met3: 2.72 / 4.9
met1: 33.1 / 46
met2: 37.4 / 47
## final cells by class
cell class / count / area [µm²] / share of cell area [%]
Clock inverter: 1 / 30.0 / 0.484
Multi-Input combinational cell: 558 / 3870 / 62.3
Tap cell: 172 / 215 / 3.47
Clock buffer: 7 / 153 / 2.46
Sequential cell: 40 / 1000 / 16.1
Inverter: 18 / 67.6 / 1.09
Timing Repair Buffer: 90 / 873 / 14.1
## power groups by stage
| stage | clock network, mW | logic, mW | registers (mW) |
|---|---|---|---|
| finish | 0.164 | 1.32 | 0.214 |
| global route | 0.172 | 1.49 | 0.220 |
| CTS | 0.168 | 1.33 | 0.215 |
## kinds of logic after synthesis
kind of cell	share of synthesized area, %
simple gates	17.1
fa+ha+maj	10.0
buf+inv	5.42
xor+xnor	14.1
flops	19.5
compound gates	26.7
mux	7.20
## registers in the layout, summed over array words and instances (netlist names)
signal / flops
weight_out: 8
psum_out: 24
ifmap_out: 8
## cells in the final DEF (no fill, tap or decap), types with 8 or more instances in the layout
master and count:
sky130_fd_sc_hd__a21o_1 15, sky130_fd_sc_hd__a21oi_1 72, sky130_fd_sc_hd__clkdlybuf4s50_1 81, sky130_fd_sc_hd__dfrtp_1 40, sky130_fd_sc_hd__ha_1 38, sky130_fd_sc_hd__inv_1 15
sky130_fd_sc_hd__mux2_2 19, sky130_fd_sc_hd__mux2i_1 12, sky130_fd_sc_hd__nand2_1 60, sky130_fd_sc_hd__nand2b_1 8, sky130_fd_sc_hd__nor2_1 66, sky130_fd_sc_hd__nor3_1 13
sky130_fd_sc_hd__o21a_1 10, sky130_fd_sc_hd__o21ai_0 44, sky130_fd_sc_hd__o22ai_1 8, sky130_fd_sc_hd__or3_1 9, sky130_fd_sc_hd__xnor2_1 47, sky130_fd_sc_hd__xor2_1 31
## through the flow
step	power, mW	worst slack [ps]
6_report	1.70	3350
5_1_grt	1.88	2820
4_1_cts	1.71	3400
3_5_place_dp	1.54	3160
3_3_place_gp	1.52	3190
2_1_floorplan	1.23	4160
## worst max path at each step
| stage | start | endpoint | depth (start not counted) |
|---|---|---|---|
| CTS | ifmap_in[3] | psum_out[23] | 28 |
| global route | ifmap_in[4] | psum_out[23] | 31 |
| finish | ifmap_in[3] | psum_out[23] | 28 |
Power is estimated from default activity; no workload was simulated.
