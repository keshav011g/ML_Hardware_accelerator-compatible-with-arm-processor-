File: ./config.mk
export PLATFORM = sky130hd
export DESIGN_NAME = axi_lite_interface
export DESIGN_NICKNAME = axi_lite_interface
export VERILOG_FILES = /design/flow/design.v
export SDC_FILE = /design/flow/constraint.sdc
export NUM_CORES = 4
export LEC_CHECK = 1
export CORE_UTILIZATION = 40
File: ./constraint.sdc
current_design axi_lite_interface

set clk_period 3.3
set clk_io_pct 0.2

create_clock -name clk0 -period $clk_period [get_ports {clk}]

set non_clock_inputs [all_inputs -no_clocks]
set_input_delay [expr $clk_period * $clk_io_pct] -clock clk0 $non_clock_inputs
set_output_delay [expr $clk_period * $clk_io_pct] -clock clk0 [all_outputs]
File: ./design.v
module axi_lite_interface #
(
    parameter integer C_S_AXI_DATA_WIDTH = 32,
    parameter integer C_S_AXI_ADDR_WIDTH = 6
)
(
    input wire  clk,
    input wire  rst_n,
    input wire [C_S_AXI_ADDR_WIDTH-1 : 0] awaddr,
    input wire  awvalid,
    output reg  awready,
    input wire [C_S_AXI_DATA_WIDTH-1 : 0] wdata,
    input wire  wvalid,
    output reg  wready,
    output reg [1 : 0] bresp,
    output reg  bvalid,
    input wire  bready,
    input wire [C_S_AXI_ADDR_WIDTH-1 : 0] araddr,
    input wire  arvalid,
    output reg  arready,
    output reg [C_S_AXI_DATA_WIDTH-1 : 0] rdata,
    output reg [1 : 0] rresp,
    output reg  rvalid,
    input wire  rready,
    output reg [31:0] reg_ctrl,
    output reg [31:0] reg_m_size,
    output reg [31:0] reg_k_size,
    output reg [31:0] reg_n_size,
    output reg [31:0] reg_wgt_base,  
    output reg [31:0] reg_inp_base,  
    input wire [31:0] reg_status
);
    always @(posedge clk or negedge rst_n) begin
        if (!rst_n) begin
            awready <= 0; wready <= 0; bvalid <= 0;
            reg_ctrl <= 0; 
            reg_m_size <= 16; reg_k_size <= 16; reg_n_size <= 16;
            reg_wgt_base <= 0; reg_inp_base <= 0;
        end else begin
            if (~awready && awvalid && wvalid) begin
                awready <= 1; wready <= 1;
                case (awaddr[5:2])
                    4'h0: reg_ctrl     <= wdata;
                    4'h2: reg_m_size   <= wdata;
                    4'h3: reg_k_size   <= wdata;
                    4'h4: reg_n_size   <= wdata;
                    4'h5: reg_wgt_base <= wdata;
                    4'h6: reg_inp_base <= wdata;
                endcase
            end else begin
                awready <= 0; wready <= 0;
                if (reg_ctrl[0]) reg_ctrl[0] <= 0;
            end
            if (awready && wready) begin
                bvalid <= 1;
            end else if (bready && bvalid) begin
                bvalid <= 0;
            end
        end
    end
    always @(posedge clk or negedge rst_n) begin
        if (!rst_n) begin
            arready <= 0; rvalid <= 0; rdata <= 0;
        end else begin
            if (~arready && arvalid) begin
                arready <= 1;
                rvalid <= 1;
                case (araddr[5:2])
                    4'h0: rdata <= reg_ctrl;
                    4'h1: rdata <= reg_status;
                    4'h2: rdata <= reg_m_size;
                    4'h3: rdata <= reg_k_size;
                    4'h4: rdata <= reg_n_size;
                    default: rdata <= 0;
                endcase
            end else begin
                arready <= 0;
                if (rvalid && rready) rvalid <= 0;
            end
        end
    end
endmodule
File: ./run.sh
#!/bin/bash
# OpenROAD 26Q1-2900-gdf79404cd8, Yosys 0.63+post, stock flow scripts
make -C /OpenROAD-flow-scripts/flow DESIGN_CONFIG=/design/flow/config.mk WORK_HOME=/design/flow/orfs finish
==> impl_metrics.toml <==
# physical design summary
[outcome]
status = "finished clean"

[setup_path]
ff2ff_path_depth = 5
endpoint = "reg_k_size[4]"
worst_ep_arrival_time_ns = 1.53
critPathKind = "register to primary output"
cpPeakStageDelay_ns = 0.54
required_ns = 2.64
critical_path_depth = 1
r2r-end = "reg_k_size[25]$_DFFE_PN0P_"
worstPathMaxFanout = 3
crit_family = "flip-flops"
startpoint = "reg_k_size[4]$_DFFE_PN1P_"
rrSetupSlack_ns = 1.30
slowest_stage = "dfstp_2"
path_buffers = 1
worst_setup_path_start_kind = "register"
r2r-start = "wready$_DFF_PN0_"
critical_path.cell_chain = "clkdlybuf4s50_1"
worst_setup_path_end_kind = "primary output"

[cells_and_area]
drive_above_1_share_pct = 25.7
stdcell_area_um2 = 13900
area_growth_pct = 42.8
instances_no_fill = 1342

[grt]
antenna_found_initial = 1
grt_pass1_wl_um = 44400
grt_pass1_vias = 7302
grt_max_degree = 98
gr-total-overflow = 0
track_usage_pct = 25.1

[run]
max_cap_viol_count = 0
warnings = 29

[route]
drt-vias-per-instance = 5.27
ant_nets = 0
totalWireLength_um = 29600
drc_errors = 0
drtPass1Iterations = 4
wl_per_cell_um = 22.1
drtIter0Drc = 354
vias = 7079

[synthesis]
netlist_area_um2 = 9730
synth.most_common_cell = "dfrtp_1"
yosys_area_um2 = 9730
common_cells = "dfrtp_1 (225), mux2_2 (184), mux2i_1 (48)"
synthFlopType = "dfrtp_1"
ys_types = 38
syn_area_per_cell_um2 = 14.1
ys_cells = 689
top_area_cell = "dfrtp_1"
yosys.stat.seqShare_pct = 58.7
ys_warn_count = 5
yosys.area.top_type_share_pct = 57.9
edf_count = 0
yosys_register_bits = 228
syn_inst = 689
synthArstFlopShare_pct = 100
synthTopCellsByArea = "dfrtp_1 (58%), mux2_2 (21%), mux2i_1 (4.9%)"

[final_timing]
period_minus_slack_ns = 2.19
clock_skew_ns = 0.0139
fin_crit_sh_pct = 66.3
slew_headroom_pct = 48.5
tightest_slew_ns = 0.773
fin_setup_tns_ns = 0
fmax_ghz = 0.457
slew_violations = 0
rsz0062_at_grt = "false"
finalSetupViolCount = 0
hold_viol = 0

[cts]
cts_root_buffer = "clkbuf_16"
cts_resized = 0
h-tree-depth = 1
clock.latency.late_pin_ns = 0.51
cts_setup_buffers = 0
cts.sinks = 228
path_clk_slew_ns = 0.06
cts_hold_buffers = 0
cts_buffer_depth = 3
tritoncts = "built"
cts_made_buffers = 25

[pwr]
peakVddDrop_mv = 0.328
p_leak_nw = 6.17
finalPower_mw = 7.83
powerDensity_nw_per_um2 = 564

[die]
io_pins = 316
rows = 56
dieArea_um2 = 25000
die_w_um = 158
core_area_um2 = 23700
die_h_um = 158
fp_util_pct = 41.1

[placement]
port_buffers = 307
place_area_um2 = 13100
hpwl_um = 20700
dp.cells = 1297
gp_congestion = 0.837

[min_path]
hp-class = "input pin to async pin"
## kinds of logic (layout without fill, tap and decap cells)
logic type / Yosys count / after routing / share of synthesized area [%]
AND/OR/NAND/NOR: 60 / 60 / 3.52
buffers and inverters: 54 / 384 / 3.55
flip-flops: 228 / 228 / 58.7
AND-OR/OR-AND: 98 / 98 / 6.12
multiplexers: 248 / 248 / 28.1
other: 1 / 5 / 0.0385
## through the flow
| step | setup WS [ns] | hold WS, ns | util, % |
|---|---|---|---|
| floorplan | 1.41 | 0.364 | - |
| global placement | 0.613 | 0.463 | 55.5 |
| detailed placement | 0.572 | 0.473 | 55.5 |
| CTS | 1.09 | 0.195 | 58.7 |
| global route | 1.07 | 0.196 | 58.7 |
| finish | 1.11 | 0.137 | 58.7 |
## cells in the final DEF (no fill, tap or decap), types with 3 or more instances in the layout
cell type	n
a21oi_1	23
a222oi_1	8
a22o_1	8
buf_12	3
buf_4	24
clkbuf_1	9
clkbuf_16	25
clkbuf_8	3
clkdlybuf4s50_1	304
clkinv_2	6
conb_1	4
dfrtp_1	225
dfstp_2	3
inv_1	5
mux2_1	16
mux2_2	184
mux2i_1	48
nand2_1	33
nor2_1	7
o21ai_0	20
o21ai_1	14
o22ai_1	23
## metal layers
| layer | track usage [%] | wire (um) | part of all wire [%] | vias to the layer above |
|---|---|---|---|---|
| li1 | - | - | - | 3141 |
| met1 | 35.3 | 12000 | 40 | 3592 |
| met2 | 40.0 | 14200 | 48 | 284 |
| met3 | 6.61 | 2510 | 8.5 | 62 |
| met4 | 6.87 | 932 | 3.1 | 0 |
| met5 | 0 | 0 | 0 | - |
## state kept, by name, summed over array words and instances, names as in the netlist
register / count
reg_n_size: 32
reg_ctrl: 32
reg_wgt_base: 32
rvalid: 1
bvalid: 1
rdata: 32
reg_inp_base: 32
arready: 1
wready: 1
reg_m_size: 32
reg_k_size: 32
## power by group
| part | total, mW | switching [mW] | internal (mW) |
|---|---|---|---|
| registers | 3.56 | 0.311 | 3.25 |
| logic | 1.67 | 0.462 | 1.21 |
| clock network | 2.60 | 1.06 | 1.54 |
| total | 7.83 | 1.84 | 5.99 |
## layout make-up
class,instances,area (um2)
fillers,1913,9790
flip-flops and latches,228,5710
well taps,319,399
clock inverters,7,60.1
inverters,6,22.5
multi-input cells,410,3690
repair buffers,334,3310
clock buffers,37,701
diodes,1,2.50
## worst min-delay path by stage
| stage | startpoint | endpoint | slack [ns] | cells past startpoint |
|---|---|---|---|---|
| 5_1_grt | rst_n | bvalid$_DFFE_PN0P_ | 0.20 | 1 |
| 4_1_cts | rst_n | bvalid$_DFFE_PN0P_ | 0.20 | 1 |
| 6_report | rst_n | bvalid$_DFFE_PN0P_ | 0.14 | 1 |
No activity file was given, so power comes from the tool's default toggle rates.
