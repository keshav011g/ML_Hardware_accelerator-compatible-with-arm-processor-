$ cat /design/flow/design.v
module dma_controller #
(
    parameter integer C_M_AXI_ADDR_WIDTH = 32,
    parameter integer C_M_AXI_DATA_WIDTH = 32
)
(
    input wire  clk,
    input wire  rst_n,
    input wire  start,
    input wire [C_M_AXI_ADDR_WIDTH-1:0] base_addr,
    input wire [31:0] transfer_length,  
    output reg  done,
    output reg  [C_M_AXI_DATA_WIDTH-1:0] stream_data,
    output reg  stream_valid,
    output reg [C_M_AXI_ADDR_WIDTH-1:0] m_axi_araddr,
    output wire [7:0] m_axi_arlen,    
    output wire [2:0] m_axi_arsize,   
    output wire [1:0] m_axi_arburst,  
    output reg  m_axi_arvalid,
    input  wire m_axi_arready,
    input  wire [C_M_AXI_DATA_WIDTH-1:0] m_axi_rdata,
    input  wire m_axi_rlast,
    input  wire m_axi_rvalid,
    output reg  m_axi_rready
);
    assign m_axi_arlen   = 8'd255;  
    assign m_axi_arsize  = 3'b010;  
    assign m_axi_arburst = 2'b01;   
    reg [31:0] words_transferred;
    localparam S_IDLE = 0, S_ADDR = 1, S_READ = 2, S_DONE = 3;
    reg [1:0] state;
    always @(posedge clk or negedge rst_n) begin
        if (!rst_n) begin
            state <= S_IDLE;
            m_axi_arvalid <= 0;
            m_axi_rready <= 0;
            done <= 0;
            words_transferred <= 0;
            stream_valid <= 0;
        end else begin
            case (state)
                S_IDLE: begin
                    done <= 0;
                    if (start) begin
                        m_axi_araddr <= base_addr;
                        words_transferred <= 0;
                        state <= S_ADDR;
                    end
                end
                S_ADDR: begin
                    m_axi_arvalid <= 1;
                    if (m_axi_arvalid && m_axi_arready) begin
                        m_axi_arvalid <= 0;
                        m_axi_rready <= 1;  
                        state <= S_READ;
                    end
                end
                S_READ: begin
                    stream_valid <= 0;
                    if (m_axi_rvalid && m_axi_rready) begin
                        stream_data <= m_axi_rdata;
                        stream_valid <= 1;
                        words_transferred <= words_transferred + 1;
                        if (words_transferred == (transfer_length - 1)) begin
                            m_axi_rready <= 0;
                            state <= S_DONE;
                        end else if (m_axi_rlast) begin
                            m_axi_araddr <= m_axi_araddr + 1024;  
                            state <= S_ADDR; 
                        end
                    end
                end
                S_DONE: begin
                    done <= 1;
                    state <= S_IDLE;
                end
            endcase
        end
    end
endmodule
$ cat /design/flow/run.sh
#!/bin/bash
# OpenROAD 26Q1-2900-gdf79404cd8, Yosys 0.63+post, stock flow scripts
make -C /OpenROAD-flow-scripts/flow DESIGN_CONFIG=/design/flow/config.mk WORK_HOME=/design/flow/orfs finish
$ cat /design/flow/config.mk
export PLATFORM = sky130hd
export DESIGN_NAME = dma_controller
export DESIGN_NICKNAME = dma_controller
export VERILOG_FILES = /design/flow/design.v
export SDC_FILE = /design/flow/constraint.sdc
export NUM_CORES = 4
export LEC_CHECK = 1
export CORE_UTILIZATION = 40
$ cat /design/flow/constraint.sdc
current_design dma_controller

set clk_period 5.2
set clk_io_pct 0.2

create_clock -name clk0 -period $clk_period [get_ports {clk}]

set non_clock_inputs [all_inputs -no_clocks]
set_input_delay [expr $clk_period * $clk_io_pct] -clock clk0 $non_clock_inputs
set_output_delay [expr $clk_period * $clk_io_pct] -clock clk0 [all_outputs]
==> run notes <==
run results: outcome complete, no violations, Mapped Area 5890 um2, Slew HR 40.4%, yosys stat cell total 597, Worst Setup Start Kind primary input, clock slew at reported path FFs 0.07 ns, initial antenna violation count 0, Mapped Avg Cell Area 9.86 um2, Avg WL per Cell 16.6 um, Via density 5.27, CTS Hold Bufs 0, asr flop ratio synth 38.5%, depth of the CTS H-tree 3, GRT Util Overall 22.4%, Synth area leader edfxtp_1, gp weighted congestion 0.938, crit-path cells clkdlybuf4s50_1 -> or4_4 -> or4_4 -> or4_4 -> xor2_1 -> a211oi_1 -> or4b_1 -> o41ai_1 -> buf_4 -> a21oi_2 -> buf_12, Synth top cells by count 73 x nor2_1, 64 x edfxtp_1, 51 x nand2_1, Post-synth seq share 49.6%, max-cap viol count 0, Max Fclk 209 MHz, Root Buffer clkbuf_16, Synth top area share 32.6%, WL final 16000 um, Commonest flop edfxtp_1, YS chip area 5890 um2, Logic cell area 2770 um2, Worst path most repeated cell or4_4, cells resized by post-CTS repair 0, CP max FO 22, largest net degree at the start of global routing 62, Chip Width 123 um, classification of the worst-slack hold path reg -> reg, Unique cell types 61, DRC 0, first-pass GRT wire length 24900 um, Tmin final 4.78 ns, drt pass-1 iters 4, setup violators final 0, Max Slew Vio Count 0, final hold vios 0, Syn Inst Count 597, Post-synth area hogs edfxtp_1 33%, dfrtp_1 17%, xnor2_1 6.4%, slowest cell on the critical path or4_4, total setup buffers inserted after CTS 0, synth warn 1, element type at the critical path end flip-flop, CTS tree built, grt total ovfl 0, clock latency on the worst-skew pair 0.35 ns, Post-DRT Antenna Nets 0, period utilization 91.9%, hpwl dp 12300 um, RSZ-0062 raised after global routing false, number of global-route vias before repair 4757, IO Pins 183, Arr. time, crit path 4.89 ns, DRT iter0 DRCs 343, Ant. Diodes 0, FILL cells 1163, via count 5057, Worst Path Required 5.31 ns, flip-flops with a built-in enable 64, CP Class in -> reg, CTS max path bufs 2, Synth top cell by count nor2_1, core area 14100 um2, share of cells above drive strength 1 6.79%, Reg area 2930 um2, CTS buffer count 9, tool warnings 25, Synth Register Bits 104, flop2flop setup slack 2.26 ns, total die size 15200 um2, Util after Layout 57.8%, Port Buffers 169, Area Growth Syn to Fin 38.3%, crit-path max cell delay 0.62 ns, actual slew at the worst max-slew pin 0.891 ns, PD cells 212 nW/um2, clock sink count 104, maximum vdd ir drop 169 uV, Setup Skew 0.00649 ns, Core Rows 43, die height 123 um, FP Core Util 41.8%, TNS Setup 0 ns, Leakage 3.00 nW
[layer usage]
layer | GRT usage [%] | part of all wire (%) | up-vias | wire length (um)
met3 | 4.66 | 7.7 | 19 | 1230
li1 | - | - | 2484 | -
met2 | 35.9 | 47 | 198 | 7460
met4 | 2.79 | 1.4 | 0 | 221
met5 | 0 | 0 | - | 0
met1 | 33.8 | 44 | 2356 | 7050
[critical path: cells and delay by family]
family | cells | cell delay [ns]
xor gates and xnor gates | 1 | 0.16
AOI/OAI and AO/OA | 3 | 0.62
and+or+nand+nor | 4 | 2.24
buffers and inverters | 3 | 0.82
[cell families after synthesis]
kind of cell | after synthesis | share of synthesized area, %
AND-OR/OR-AND | 91 | 9.82
XOR/XNOR | 81 | 12.0
adder cells (fa/ha/maj) | 3 | 0.637
buffers and inverters | 49 | 4.12
flip-flops | 104 | 49.6
multiplexers | 4 | 0.701
other | 2 | 0.128
AND/OR/NAND/NOR | 263 | 22.9
[layout make-up]
class	instances	share of cell area, %
clock inverters	7	0.983
repair buffers	192	23.0
flip-flops and latches	104	35.9
well taps	180	2.77
inverters	13	0.599
multi-input cells	455	34.0
clock buffers	9	2.77
[sequential cells by signal, summed over array words and instances (netlist names)]
name and cells:
stream_valid 1, m_axi_rready 1, words_transferred 32, state 4, m_axi_arvalid 1, done 1
stream_data 32, m_axi_araddr 32
[cell usage in the layout, fill, tap and decap left out, drive strengths merged, types with 5 or more instances in the layout]
cell | Yosys | layout
a21oi | 36 | 36
and2 | 5 | 5
and3 | 19 | 19
buf | 18 | 24
clkbuf | 18 | 9
clkdlybuf4s50 | 0 | 168
conb | 2 | 13
dfrtp | 39 | 39
edfxtp | 64 | 64
inv | 13 | 17
nand2 | 51 | 51
nand2b | 5 | 5
nand3 | 24 | 24
nand4 | 9 | 9
nor2 | 73 | 73
nor2b | 13 | 13
nor3 | 15 | 15
nor4 | 16 | 16
o211ai | 6 | 6
o21ai | 14 | 14
or3 | 11 | 11
or4 | 9 | 9
xnor2 | 43 | 43
xor2 | 38 | 38
[path summary, 6_finish.rpt]
check | start | endpoint | cells past startpoint
setup reg to reg | words_transferred[21]$_DFFE_PN0P_ | m_axi_araddr[11]$_DFFE_PP_ | 10
hold / removal | state[3]$_DFF_PN0_ | done$_DFFE_PN0P_ | 1
setup / recovery | transfer_length[10] | m_axi_araddr[11]$_DFFE_PP_ | 11
max in group asynchronous | rst_n | state[0]$_DFF_PN1_ | 2
min in group asynchronous | rst_n | words_transferred[11]$_DFFE_PN0P_ | 1
hold reg to reg | state[3]$_DFF_PN0_ | done$_DFFE_PN0P_ | 1
[stage by stage]
stage          hold slack [ns]  area [um2]  power (W)  instances  setup WS, ns
6_report                 0.461        8140    0.00172        960         0.423
4_1_cts                  0.457        8140    0.00175        960         0.450
5_1_grt                  0.498        8140    0.00179        960         0.324
2_1_floorplan            0.419        5930   0.000953        608         0.329
3_5_place_dp             0.440        7840    0.00106        944        0.0788
3_3_place_gp             0.439        7840    0.00106        944        0.0993
[power by group]
part / switching [W] / internal (W)
registers: 0 / 0.000877
logic: 0.0000659 / 0.0000979
clock network: 0.000337 / 0.000345
total: 0.000403 / 0.00132
Power and IR drop assume default switching activity.
